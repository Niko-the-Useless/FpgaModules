$ cat flow/run.sh
#!/bin/bash
# OpenROAD 26Q1-2900-gdf79404cd8, Yosys 0.63+post, stock flow scripts
make -C /OpenROAD-flow-scripts/flow DESIGN_CONFIG=/design/flow/config.mk WORK_HOME=/design/flow/orfs finish
$ cat flow/config.mk
export PLATFORM = sky130hd
export DESIGN_NAME = counter
export DESIGN_NICKNAME = counter
export VERILOG_FILES = /design/flow/design.v
export SDC_FILE = /design/flow/constraint.sdc
export NUM_CORES = 4
export LEC_CHECK = 1
export CORE_AREA = 10 10 93 93
export DIE_AREA = 0 0 103 103
$ cat flow/constraint.sdc
current_design counter

set clk_period 3.8
set clk_io_pct 0.2

create_clock -name clk0 -period $clk_period [get_ports {clk}]

set non_clock_inputs [all_inputs -no_clocks]
set_input_delay [expr $clk_period * $clk_io_pct] -clock clk0 $non_clock_inputs
set_output_delay [expr $clk_period * $clk_io_pct] -clock clk0 [all_outputs]
$ cat flow/design.v
module counter
(
	input clk,
	output [5:0] led
);
localparam WAIT_TIME=2250000;
reg [5:0] ledCounter=0;
reg [23:0] clockCounter=0;
always @(posedge clk) begin
	clockCounter <= clockCounter +1;
	if (clockCounter == WAIT_TIME) begin
		clockCounter <= 0;
		ledCounter <= ledCounter+1;
	end
end
assign led=ledCounter;
endmodule
==> run_results.csv <==
group,metric,value,unit
global_route,antenna_found_initial,0,
sta,drv_slew,0,
floorplan,chip_area,10600,µm²
clock_network,cts_tree,"yes",
synthesis,numSynthFlops,30,
clock_network,cts_buffer_depth,2,
clock_network,cts_resized,0,
synthesis,yosysCellCount,127,
clock_network,clockRootBuffer,"clkbuf_8",
power,static-leakage-power,0.544,nW
floorplan,io_pins,7,
clock_network,clk_latency,0.28,ns
sta,tightest_slew,0.717,ns
status,status,"finished, final reports clean",
clock_network,htreeDepth,2,
worst_setup_path,critPathLaunchType,"register",
global_route,track_usage,4.35,%
synthesis,mux_area_share,0.745,%
route,drtAntennaViolNets,0,
flow_run,cap_violations,0,
sta,fin_crit,2.11,ns
floorplan,die_y,103,µm
global_route,grt_max_degree,11,
route,post_drt_via_cell_ratio,4.06,
synthesis,synth_warnings,1,
cells_and_area,comb_area,657,µm²
route,totalWireLength,2.22,mm
clock_network,cts_buffers,5,
global_route,grt_overflow_total,0,
synthesis,yosysChipArea,1340,µm²
route,detail_route.first_pass.iterations,2,
synthesis,synth_cell_type_count,35,
cells_and_area,flop_area,661,µm²
global_route,grt_pass1_vias,863,
worst_setup_path,critical_path_class,"reg -> reg",
sta,setup_tns,0,ns
synthesis,ys_sh_simple,26.7,%
synthesis,syn_area,1340,µm²
cells_and_area,n_fill_cell,721,
worst_setup_path,cp-end-kind,"register",
synthesis,logic_family,"simple AND/OR/NAND/NOR gates",
synthesis,yosysTopAreaCell,"dfxtp_1",
synthesis,area_leaders,"dfxtp_1 36%, edfxtp_1 13%, xnor2_1 10%",
route,antenna_cells,0,
cells_and_area,area_growth,17.7,%
floorplan,initial_core_util,19.9,%
cells_and_area,drive_gt1_share,11.4,%
power,peakVddDrop,0.104,mV
sta,hold_violations,0,
floorplan,rows,30,
clock_network,post-cts-setup-buffer-count,0,
worst_setup_path,worst-r2r-setup-slack,1.69,ns
synthesis,aoi_share,2.70,%
sta,max_freq,473,MHz
floorplan,fp.dieW,103,µm
sta,setup_viol,0,
synthesis,syn_inst,127,
sta,clock_skew,0.00416,ns
flow_run,warnings,26,
clock_network,clk_pin_slew,0.06,ns
route,avgRoutedWirePerCell,10.1,µm
global_route,grt_pass1_wl,3.79,mm
synthesis,avgSynthCellArea,10.6,µm²
worst_hold_path,hold_path.class,"reg -> reg",
floorplan,core,6760,µm²
route,drc,0,
synthesis,ys_seq_share,49.2,%
sta,rsz0062_at_grt,"false",
worst_setup_path,crit_fanout,10,
route,drt_iter0_drc,59,
clock_network,cts.sinks,30,
worst_setup_path,arrival,2.10,ns
cells_and_area,lay_top_cells,"24 x dfxtp_1, 16 x xnor2_1, 11 x nand3_1, 11 x nor2_1, 9 x nand2_1",
synthesis,synthXorXnorAreaFrac,15.5,%
synthesis,fa_ha_area_share,2.79,%
sta,whs,0.475,ns
synthesis,yosysTopAreaCellShare,35.8,%
placed_design,hpwl,1.58,mm
worst_setup_path,worstPathRequired,3.79,ns
sta,fin_crit_sh,55.7,%
placed_design,port_buffers,6,
clock_network,cts_hold_repair.buffers,0,
cells_and_area,final_util,23.4,%
cells_and_area,lay_top_count,"dfxtp_1",
sta,relSlewSlack,52.0,%
route,vias,893,
power,power-per-cell-area,354,nW/µm²
placed_design,gp_congestion,0.797,
==> sequential cells by signal, indices dropped and copies added (netlist names) <==
signal / count
ledCounter: 6
clockCounter: 24
==> cell families (layout without fill, tap and decap cells) <==
| kind of cell | Yosys count | in the layout |
|---|---|---|
| multiplexers | 1 | 1 |
| buffers and inverters | 6 | 19 |
| XOR/XNOR | 23 | 23 |
| flip-flops | 30 | 30 |
| adder cells (fa/ha/maj) | 3 | 3 |
| AND-OR/OR-AND | 5 | 5 |
| AND/OR/NAND/NOR | 59 | 59 |
==> synth_stat cells <==
master and n:
a2111oi_2 1, a21oi_1 2, a31oi_1 1, and3_1 1, and3_2 1, and4_1 2
and4_2 1, buf_2 1, buf_6 1, dfxtp_1 24, edfxtp_1 6, ha_1 3
inv_1 4, mux2i_1 1, nand2_1 9, nand2b_1 1, nand3_1 11, nand4_1 4
nand4_2 1, nand4_4 1, nor2_1 11, nor2b_1 1, nor3_1 4, nor3b_1 1
nor4_1 3, nor4_4 1, nor4b_1 1, nor4bb_1 1, o21ai_0 1, or2_1 1
or3_1 2, or3_4 1, xnor2_1 16, xnor2_2 1, xor2_1 6
==> path summary, 6_finish.rpt <==
kind	start	to	cells past startpoint
setup / recovery	clockCounter[0]$_SDFF_PN0_	ledCounter[5]$_DFFE_PN_	6
hold / removal	clockCounter[23]$_SDFF_PN0_	clockCounter[23]$_SDFF_PN0_	1
setup reg to reg	clockCounter[0]$_SDFF_PN0_	ledCounter[5]$_DFFE_PN_	6
hold reg to reg	clockCounter[23]$_SDFF_PN0_	clockCounter[23]$_SDFF_PN0_	1
==> stage by stage <==
stage	area, µm²	instances	total power [mW]	setup WS (ns)
after floorplan	1340	127	0.330	2.12
after global placement	1500	212	0.330	1.73
after detailed placement	1500	212	0.330	1.69
after CTS	1580	220	0.569	1.69
after global routing	1580	220	0.583	1.55
final	1580	220	0.560	1.69
==> power breakdown <==
part	internal (mW)	leakage (nW)	switching (mW)
Combinational	0	0.238	0
Clock	0.125	0.0426	0.111
Sequential	0.323	0.263	0
Total	0.449	0.544	0.111
==> layout make-up <==
cell class                 instances  area share (%)
inverter                           4           0.949
tap                               80            6.33
clock inverter                     2           0.554
multi-input combinational         91            41.5
sequential                        30            41.8
clock buffer                       6            4.59
timing repair buffer               7            4.27
==> worst max-delay path, cell delays in order, from the launching register on <==
cell and delay (ns):
dfxtp_1 0.36, inv_1 0.08, ha_1 0.13, nor4bb_1 0.26, nand2_1 0.10, nor3_2 0.62, buf_4 0.28
==> metal layers <==
layer | track usage [%] | share of wire, % | up-vias
met2 | 6.39 | 40 | 11
met4 | 0.963 | 2.5 | 0
li1 | - | - | 472
met1 | 5.74 | 50 | 403
met5 | 0 | 0 | -
met3 | 2.03 | 7.2 | 7
Power and IR drop assume default switching activity.
